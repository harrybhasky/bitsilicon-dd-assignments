**/design/flow/design.v**
```verilog
module control_fsm (
    input  wire clk,
    input  wire rst_n,         
    input  wire start,
    input  wire stop,
    input  wire reset,
    output reg  count_enable,
    output reg  [1:0] state
);
localparam IDLE    = 2'b00;
localparam RUNNING = 2'b01;
localparam PAUSED  = 2'b10;
always @(posedge clk) begin
    if (!rst_n) begin
        state <= IDLE;
    end else if (reset) begin
        state <= IDLE;
    end else begin
        case (state)
            IDLE: begin
                if (start)
                    state <= RUNNING;
            end
            RUNNING: begin
                if (stop)
                    state <= PAUSED;
            end
            PAUSED: begin
                if (start)
                    state <= RUNNING;
            end
            default: state <= IDLE;
        endcase
    end
end
always @(*) begin
    if (state == RUNNING)
        count_enable = 1'b1;
    else
        count_enable = 1'b0;
end
endmodule
```
**/design/flow/run.sh**
```bash
#!/bin/bash
# OpenROAD 26Q1-2900-gdf79404cd8, Yosys 0.63+post, stock flow scripts
make -C /OpenROAD-flow-scripts/flow DESIGN_CONFIG=/design/flow/config.mk WORK_HOME=/design/flow/orfs finish
```
**/design/flow/config.mk**
```make
export PLATFORM = sky130hd
export DESIGN_NAME = control_fsm
export DESIGN_NICKNAME = control_fsm
export VERILOG_FILES = /design/flow/design.v
export SDC_FILE = /design/flow/constraint.sdc
export NUM_CORES = 4
export LEC_CHECK = 1
export CORE_AREA = 10 10 70 70
export DIE_AREA = 0 0 80 80
```
**/design/flow/constraint.sdc**
```tcl
current_design control_fsm

set clk_period 1.1
set clk_io_pct 0.2

create_clock -name clk0 -period $clk_period [get_ports {clk}]

set non_clock_inputs [all_inputs -no_clocks]
set_input_delay [expr $clk_period * $clk_io_pct] -clock clk0 $non_clock_inputs
set_output_delay [expr $clk_period * $clk_io_pct] -clock clk0 [all_outputs]
```
==> results.cfg <==
; synthesis and place-and-route metrics
[run_status]
outcome = completed

[power]
max-vdd-ir-drop_mv = 0.2669
leakagePower_uw = 0.00009277
power_per_cell_area_nw_per_um2 = 1020

[floorplan]
initial_core_util_pct = 2.747
chipWidth_microns = 80
core-area_sq_um = 3416
dieArea_sq_um = 6400
dieHeight_microns = 80
num_rows = 21
boundary_pin_count = 8

[synth]
netlist.top_cell.by_area = dfxtp_1
post_synth.cell_area_avg_sq_um = 9.384
ys_chip_area_sq_um = 93.84
cell_area_after_technology_mapping_sq_um = 93.84
main_area_contributors = dfxtp_1, or3b_1, nand2b_1, a21oi_1, nand3b_1
synth-cells-yosys = 10
syn_inst = 10
yosysSeqAreaShare_pct = 42.67
post-synth-top-area-fraction_pct = 42.67
number_of_storage_elements_in_the_synthesis_netlist = 2
synth_warnings = 1
synth_cell_types = 6

[grt]
grt_pass1_vias = 138
grt_max_degree = 6
antenna_violations_before_repair = 0
global_route.usage.total_pct = 1.620
grt_first_pass_wirelength_microns = 717
grt-ovfl-total = 0

[clocking]
post_cts_hold_buffer_count = 0
tritoncts = yes
clock_sink_count = 2
cts.clk_slew.worst_paths_ps = 30
htreeDepth = 1
clock_insertion_delay_worst_skew_ps = 230
ctsRootBufferMaster = clkbuf_4
cts_max_path_buffers = 2
cts_buffer_count = 3

[routing]
avgRoutedWirePerCell_microns = 6.500
routed_via_density = 1.868
routed-via-count = 127
routed_wirelength_microns = 442
drt_first_iter_violations = 0
antenna_left = 0
drc = 0
drt_pre_antenna_iters = 1
detail_route.antenna_diodes = 0

[hold_path]
hold_path_end = state[1]
hp-class = reg -> reg
hold_path.startpoint = state[1]
timing.hold.worst_path_depth = 2

[timing]
period_needed_ps = 1088
maxSlewHeadroom_pct = 92.65
max_clock_freq_ghz = 0.9189
fin_skew_ps = 2.405
grt_setup_unrepaired = true
worstMarginPinSlew_ps = 110.2
setup_viol = 0
fin_ws_ps = 11.69
report.final.hold_viol_count = 0
post-route-period-util_pct = 98.94
max_slew_violation_count = 0

[critical_path]
critical_path.startpoint_type = flip-flop
reg2reg_slack_ps = 90
path_class = reg -> out
worst_ep_required_time_ps = 880
crit_path_max_fanout = 5
r2r-start = state[0]
worst_setup_path_startpoint = state[0]
worstRegToRegCells = 3
endpoint_kind = output pin
critical_path_arrival_ps = 870
r2r-end = state[1]

[place]
finalWeightedCongestion = 0.6299
placed_cell_area_sq_um = 229.0
portBuffers = 7
post_place_setup_slack_ps = -145.8

[cells_and_area]
area_growth_pct = 186.7
largest_register_by_flop_count = state
largest_register_ff_count = 2
drive_above_1_share_pct = 40.91
reg_top3 = state: 2 flops
finish.utilization_pct = 7.875
stdcell_area_sq_um = 269.0

[run]
timing.max_cap.violations = 0
warning_count = 27
-- metal layers --
layer / global-route usage, % / wire length (microns) / up-vias
li1: - / - / 61
met1: 1.525 / 149 / 56
met2: 2.006 / 187 / 8
met3: 2.386 / 99 / 2
met4: 0.1761 / 5 / 0
met5: 0 / 0 / -
-- where the power goes --
part | internal (uW) | leakage (uW) | total (uW) | switching (uW)
combinational | 26.5 | 0.0000615 | 35.3 | 8.72
sequential | 73.5 | 0.0000175 | 75.7 | 2.15
clock | 120 | 0.0000138 | 164 | 43.2
total | 220 | 0.0000928 | 275 | 54.0
-- cells in the final DEF (no fill, tap or decap) --
cell type	synthesis	final
a21oi_1	2	2
buf_2	0	1
buf_4	0	1
buf_6	0	1
clkbuf_4	0	3
clkdlybuf4s15_1	0	1
clkdlybuf4s50_1	0	4
dfxtp_2	0	1
dfxtp_4	0	1
dlygate4sd2_1	0	1
nand2b_1	2	2
nand3b_1	1	1
nor2b_4	0	1
or3b_1	2	2
-- what timing repair did --
action / in CTS / in global routing
gates resized: 11 / 0
endpoints found under the setup margin: 3 / 1
buffers inserted: 1 / 0
-- stage by stage --
stage	cells	hold slack (ps)	TNS, ps	power [uW]
floorplan	10	366.6	0	84.08
global placement	64	509.8	-390.8	110.0
detailed placement	64	533.0	-456.8	111.0
CTS	68	566.0	-1.987	285.5
global route	68	595.6	-32.37	301.1
finish	68	568.2	0	274.5
-- Yosys cell counts, drive strengths merged --
cell	number
dfxtp	2
nor2b	1
or3b	2
a21oi	2
nand3b	1
nand2b	2
-- worst max-delay path by stage --
stage / slack [ps] / depth (start not counted) / to
4_1_cts: -2 / 3 / count_enable
5_1_grt: -30 / 3 / count_enable
6_report: 10 / 3 / count_enable
-- worst max-delay path, cell delays in order, from the launching register on --
cell and delay (ps):
dfxtp_2 320, buf_6 110, nor2b_4 110, buf_2 100
-- kinds of logic after synthesis --
group / share of synthesized area (%)
and+or+nand+nor: 46.68
DFF: 42.67
AOI/OAI and AO/OA: 10.67
-- cell type report --
class                   count  area [sq um]
clock buffers               3         22.52
fillers                   414          3147
multi-input cells           8         61.31
flip-flops and latches      2         45.04
well taps                  46         57.56
repair buffers              9         82.58
No activity file was given, so power comes from the tool's default toggle rates.
